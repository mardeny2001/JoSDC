===== run.sh =====
#!/bin/bash
# OpenROAD 26Q1-2900-gdf79404cd8, Yosys 0.63+post, stock flow scripts
make -C /OpenROAD-flow-scripts/flow DESIGN_CONFIG=/design/flow/config.mk WORK_HOME=/design/flow/orfs finish

===== config.mk =====
export PLATFORM = sky130hd
export DESIGN_NAME = pc
export DESIGN_NICKNAME = pc
export VERILOG_FILES = /design/flow/design.v
export SDC_FILE = /design/flow/constraint.sdc
export NUM_CORES = 4
export LEC_CHECK = 1
export CORE_AREA = 10 10 99 99
export DIE_AREA = 0 0 109 109

===== constraint.sdc =====
current_design pc

set clk_period 2.9
set clk_io_pct 0.2

create_clock -name clk0 -period $clk_period [get_ports {clk}]

set non_clock_inputs [all_inputs -no_clocks]
set_input_delay [expr $clk_period * $clk_io_pct] -clock clk0 $non_clock_inputs
set_output_delay [expr $clk_period * $clk_io_pct] -clock clk0 [all_outputs]

===== design.v =====
module pc(clk,d,q);
input clk;
input [31:0]d;
output reg [31:0]q;
    reg [2:0]  Cycle_Count;      
    initial begin
      Cycle_Count = 0;  
		q = 32'b0 ; 
    end
always @(posedge clk) begin 
      if (Cycle_Count < 4) begin
          Cycle_Count <= Cycle_Count + 1;
      end else begin
	       q <=d;
          Cycle_Count <= 0;  
      end
end
endmodule

==> impl_metrics.csv <==
group,metric,value,unit
setup_path,arrival,1110,ps
cells_and_area,final_util,0.249,
floorplanning,core_area,7730,um2
outcome,status,"finished clean",
cells_and_area,syn_to_final_growth,83.6,%
route,first_iter_violations,16,
clock_network,cts_max_level,2,
clock_network,clockBufferDepth,2,
setup_path,cp_slowest_stage_delay,480,ps
setup_path,worstPathRequired,2320,ps
setup_path,crit_chain,"clkdlybuf4s50_1",
cells_and_area,mostFrequentLayoutCells,"64 x clkdlybuf4s50_1, 32 x edfxtp_1, 5 x clkbuf_8",
final_timing,worst_pin_slew,779,ps
power_and_ir_drop,fin_total_pwr,0.000929,W
route,totalWireLength,3170,um
final_timing,fmax,592,MHz
grt,grt_pass1_wl,4440,um
route,viasPerCell,2.85,
hold_path,hold_path.class,"flip-flop to flip-flop",
clock_network,clk_latency,280,ps
synthesis,syn_area_per_cell,26.9,um2
synthesis,syn_area,1050,um2
power_and_ir_drop,power-per-cell-area,482,nW/um2
grt,overflow,0,
final_timing,setup_viol,0,
final_timing,finalClockSkew,4.64,ps
synthesis,ys_cells,39,
final_timing,period_needed,1690,ps
place,gp_congestion,0.725,
final_timing,finalCritPeriodShare,0.582,
synthesis,ys_types,5,
grt,grt_pass1_vias,708,
setup_path,crit_fanout,1,
place,portBuffers,64,
clock_network,cts_buffers,5,
clock_network,postCtsSetupBuffers,0,
place,dpl.cell_count,206,
route,dr.pass1.iters,3,
synthesis,ys_seq_frac,0.973,
cells_and_area,layout_top_cell,"clkdlybuf4s50_1",
synthesis,syn_inst,39,
grt,grt_max_degree,19,
cells_and_area,fill_cells,786,
route,wl_per_cell,14.8,um
cells_and_area,final_layout_size_suffix_gt1_frac,0.0804,
setup_path,endpoint_kind,"output pin",
final_timing,hold_viol_final,0,
clock_network,cts-root-buf,"clkbuf_8",
setup_path,critPathLaunchType,"flip-flop",
floorplanning,initial_core_util,0.136,
synthesis,ys_ff,35,
route,route.detailed.drc,0,
clock_network,cts_tree,"done",
clock_network,postCtsResizedCells,0,
power_and_ir_drop,peakVddDrop,0.000149,V
cells_and_area,stdcell_count,214,
setup_path,critical-path-slowest-cell,"clkdlybuf4s50_1",
setup_path,path_delay_family,"buffers and inverters",
floorplanning,ios,65,
final_timing,tns,0,ps
floorplanning,core.rowCount,32,
clock_network,cts-hold-fix-buffers,0,
final_timing,slew_viol_final,0,
flow_run,drv_cap,0,
clock_network,clkSlewWorstSetupHoldPaths,70,ps
route,antenna_left,0,
clock_network,clock_sinks,35,
grt,antenna_found_initial,0,
final_timing,rsz0062_at_grt,"false",
setup_path,critPathBufInv,1,
grt,grt_usage,0.0527,
floorplanning,die_h,109,um
route,vias,609,
synthesis,synth-area-yosys,1050,um2
setup_path,crit_type,"flip-flop to output pin",
flow_run,warning_count,25,
synthesis,ys_warn_count,1,
power_and_ir_drop,leakage,0.630,nW
route,antennaDiodeCount,0,
final_timing,relSlewSlack,0.480,
floorplanning,die_area,11900,um2
floorplanning,die_x,109,um
cells in the mapped netlist:
library cell	n	area, um2
edfxtp_1	32	961
dfxtp_1	3	60.1
nor2b_1	2	12.5
ha_1	1	12.5
nor2_1	1	3.75
area by class of cell:
class                   count  area (um2)  share of cell area
clock buffers               5        68.8              0.0357
clock inverters             3        20.0              0.0104
multi-input cells           4        28.8              0.0149
repair buffers             65         661               0.343
well taps                 102         128              0.0662
flip-flops and latches     35        1020               0.530
metal layers:
metal | wire length, um | vias to the layer above | track usage | share of wire
met5 | 0 | - | 0 | 0
met4 | 38 | 0 | 0.00565 | 0.012
met3 | 453 | 5 | 0.0376 | 0.14
met2 | 1620 | 37 | 0.0900 | 0.51
met1 | 1060 | 273 | 0.0529 | 0.33
li1 | - | 294 | - | -
state kept, by name (all words and copies together), names as in the netlist:
| register | count |
|---|---|
| q | 32 |
| Cycle_Count | 3 |
worst paths after layout:
| path | end | cells past startpoint | slack (ps) | startpoint |
|---|---|---|---|---|
| setup / recovery | q[27] | 1 | 1210 | q[27] |
| hold / removal | Cycle_Count[0] | 1 | 430 | Cycle_Count[0] |
| hold reg to reg | Cycle_Count[0] | 1 | 430 | Cycle_Count[0] |
| setup reg to reg | q[29] | 1 | 1530 | Cycle_Count[2] |
kinds of logic (layout without fill, tap and decap cells):
family                     after synthesis  after routing  synth area share
and+or+nand+nor                          3              3            0.0155
DFF                                     35             35             0.973
buffers and inverters                    0             73                 0
adders and majority gates                1              1            0.0119
report_power, final:
group          leakage (nW)  internal [W]   total, W  switching, W
registers             0.312      0.000549   0.000549             0
clock network        0.0402      0.000167   0.000336      0.000169
logic                 0.279     0.0000372  0.0000435    0.00000635
stage by stage:
step,cell area [um2],hold slack (ps),worst slack (ps)
2_1_floorplan,1050,399,1490
3_3_place_gp,1840,406,1490
3_5_place_dp,1840,414,1480
4_1_cts,1930,440,1170
5_1_grt,1930,472,1160
6_report,1930,434,1210
No activity file was given, so power comes from the tool's default toggle rates.
