==> /design/flow/design.v <==
module ALU(ALU_Op,In1,In2,Result,Z,Cout,OF); 
    output Cout , OF;
	 output reg Z ;
    input [7:0]  ALU_Op    ; 
    input [31:0] In1 , In2 ; 
    output  reg [31:0] Result; 
    wire       S       , Cin                                                       ;
    wire [31:0]Result0 , Result1 , Result2 , Result3 , Result4 , Result5 , Result6 ;
    parameter ADD   = 8'h0  , SUB = 8'h1  , AND32 = 8'h2  , OR32 = 8'h3  , XOR32 = 8'h4  , 
              NOR32 = 8'h5  , SRL = 8'h6  , SLL   = 8'h7  , ADDU = 8'h8  , SUBU  = 8'h9  ,
				  BEQ   = 8'h10 , BNE = 8'h11 , BLT   = 8'h12 , BGT  = 8'h13 , BGE   = 8'h14 ,
				  BLE   = 8'h15 ;
    assign S   = (ALU_Op == ADD) |  (ALU_Op == SUB) ;
    assign Cin = (ALU_Op == SUB) |   (ALU_Op ==SUBU);
    adder_cla adder_2 (Cin , S , In1 , In2 , Result0 , Cout , OF); 
    And32_Gate b (Result1 , In1 , In2);
    Or32_Gate c(Result2 , In1 , In2);
	 Xor32_Gate d (Result3 , In1 , In2);
    Nor32_Gate e (Result4 , In1 , In2);
    SLL32_Bit f (Result5 , In1 , In2);
	 SRL32_Bit g (Result6 , In1 , In2);
    always@(*) begin
      case(ALU_Op)
		  ADD : begin Result = Result0;Z = 1'b0; end 
		  SUB : begin Result = Result0;Z = 1'b0; end 
		  SUBU: begin Result = Result0;Z = 1'b0; end 
		  ADDU: begin Result = Result0;Z = 1'b0; end 
		  AND32: begin Result = Result1;Z = 1'b0; end 
        OR32 : begin Result = Result2;Z = 1'b0; end 
		  XOR32: begin Result = Result3;Z = 1'b0; end 
		  NOR32: begin Result = Result4;Z = 1'b0; end 
		  SLL: begin Result = Result5;Z = 1'b0; end
		  SRL: begin Result = Result6;Z = 1'b0; end
		  BEQ: Z = (In1 == In2) ? 1'b1 : 1'b0 ;
		  BNE: Z = (In1 != In2) ? 1'b1 : 1'b0 ;
		  BLT: Z = (In1 < In2)  ? 1'b1 : 1'b0 ;
		  BGT: Z = (In1 > In2)  ? 1'b1 : 1'b0 ;
		  BGE: Z = (In1 >= In2) ? 1'b1 : 1'b0 ;
		  BLE: Z = (In1 <= In2) ? 1'b1 : 1'b0 ;
		endcase
	 end
endmodule 
module ALU_TestBench();
    reg [31:0] In1   , In2;
    reg [7:0]  ALU_Op     ;
    wire [31:0] Result;
    wire Z,Cout,OF;
    parameter ADD   = 8'h0  , SUB = 8'h1  , AND32 = 8'h2  , OR32 = 8'h3  , XOR32 = 8'h4  , 
              NOR32 = 8'h5  , SRL = 8'h6  , SLL   = 8'h7  , ADDU = 8'h8  , SUBU  = 8'h9  ,
				  BEQ   = 8'h10 , BNE = 8'h11 , BLT   = 8'h12 , BGT  = 8'h13 , BGE   = 8'h14 ,
				  BLE   = 8'h15 ;
   ALU DUT (ALU_Op,In1,In2,Result,Z,Cout,OF);
  `timescale 1ns / 1ps
  initial begin
    In1=32'h5;
	 In2=32'h1;
	 #20  
	 ALU_Op=ADD;
	 #20
	 ALU_Op=SUB;
	 #20
	 ALU_Op=AND32;
	 #20
	 ALU_Op=OR32;
	 #20
	 ALU_Op=XOR32;
	 #20
	 ALU_Op=NOR32;
	 #20
	 ALU_Op=SRL;
	 #20
	 ALU_Op=SLL;
	 #20
	 ALU_Op=ADDU;
	 #20
	 ALU_Op=SUBU;
	 #20
	 ALU_Op=BEQ;
	 #20
	 ALU_Op=BNE;
	 #20
	 ALU_Op=BLT;
	 #20
	 ALU_Op=BGT;
	 #20
	 ALU_Op=BGE;
	 #20
	 ALU_Op=BLE;
	 #20   
    In1=32'h7FFFFFFF;  
	 In2=32'h1;
    ALU_Op=ADD;  
	 #20
	 ALU_Op=ADDU;  
	 #20
	 In1=32'hFFFFFFFF;  
	 In2=32'h1;
    ALU_Op=ADD;  
	 #20
	 ALU_Op=ADDU;  
end
endmodule
module And32_Gate(Out , In1 , In2);
    input  [31:0] In1 , In2 ;
    output [31:0] Out ;
    assign Out = In1 & In2 ;
endmodule
module Nor32_Gate(Out , In1 , In2);
    input  [31:0] In1 , In2 ;
    output [31:0] Out ;
    assign Out = ~(In1 | In2) ;
endmodule
module Or32_Gate(Out , In1 , In2);
    input  [31:0] In1 , In2 ;
    output [31:0] Out ;
    assign Out = In1 | In2 ;
endmodule
module SLL32_Bit(Out , In , P);
    input  [4:0]  P ;  
    input  [31:0] In ;  
    output [31:0] Out ; 
    assign Out = (P > 0) ? (In <<< P) : In ;
endmodule
module SRL32_Bit(Out , In , P);
    input  [4:0]  P ;  
    input  [31:0] In ;  
    output [31:0] Out ; 
    assign Out = (P > 0) ? (In >>> P) : In ;
endmodule
module Xor32_Gate(Out , In1 , In2);
    input  [31:0] In1 , In2 ;
    output [31:0] Out ;
    assign Out = In1 ^ In2 ;
endmodule
module adder_cla(cin,s,in1,in2,sum,cout,ov);
input [31:0]in1,in2;
output [31:0]sum;
input cin;
output cout;
input s;  
output ov;
wire [32:0]c;
wire [31:0]y;
wire [1:0]over_flow;  
genvar i;
generate			
	   for (i=0;i<32;i=i+1) begin:for_sub_decision
		assign y[i]=in2[i] ^ cin;
		end
endgenerate 
generate		 
		for (i=0;i<32;i=i+1) begin:looking_ahead_for_the_carry
			assign c[i+1]=(in1[i]&y[i]) | (c[i]&(in1[i]|y[i]));  
		end
endgenerate
generate
		for (i=0;i<32;i=i+1) begin:sum_duplication
			assign sum[i]=(in1[i]^y[i])^c[i];  
		end
endgenerate
assign c[0]=cin;
assign cout=c[32];
assign over_flow[0]=(in1[31] == in2[31]) && (in1[31] != sum[31]);
assign over_flow[1]=cin ^ cout;  
assign ov=(s&over_flow[0]) | (~s&over_flow[1]);
endmodule 
module adder_cla_dut;
	reg [31:0]in1,in2;
	reg cin,s;
	wire [31:0]sum;
	wire cout,ov;
	adder_cla adder(cin,s,in1,in2,sum,cout,ov);
		initial begin : test_vectors
		s=0;
		in1=32'd3;cin=0;in2=32'd10;
		#20 
		cin=1;
		#20
		cin=0;
		#20
		s=1;
		in1=32'hffffffff; in2=32'd5;
		#20
		cin=1;
		#20;
		end
endmodule 
==> /design/flow/run.sh <==
#!/bin/bash
# OpenROAD 26Q1-2900-gdf79404cd8, Yosys 0.63+post, stock flow scripts
make -C /OpenROAD-flow-scripts/flow DESIGN_CONFIG=/design/flow/config.mk WORK_HOME=/design/flow/orfs finish
==> /design/flow/config.mk <==
export PLATFORM = sky130hd
export DESIGN_NAME = ALU
export DESIGN_NICKNAME = ALU
export VERILOG_FILES = /design/flow/design.v
export SDC_FILE = /design/flow/constraint.sdc
export NUM_CORES = 4
export LEC_CHECK = 1
export CORE_UTILIZATION = 50
==> /design/flow/constraint.sdc <==
current_design ALU

set clk_period 22.4
set clk_io_pct 0.2

create_clock -name clk0 -period $clk_period

set non_clock_inputs [all_inputs -no_clocks]
set_input_delay [expr $clk_period * $clk_io_pct] -clock clk0 $non_clock_inputs
set_output_delay [expr $clk_period * $clk_io_pct] -clock clk0 [all_outputs]
==> results.json <==
{
  "status": "complete, but fails checks",
  "violations": "negative setup slack",
  "warnings": 100,
  "worst-path-buf-inv": 5,
  "grt_pass1_wl_mm": 46.1,
  "yosysTopAreaCellShare_pct": 16.8,
  "crit_type": "input port to output pin",
  "yosysWarnings": 3,
  "diodes": 0,
  "fin_crit_ns": 22.85,
  "fmax_mhz": 43.8,
  "arrival_ns": 18.37,
  "core_um2": 15800,
  "worstHoldPathCells": 3,
  "fin_setup_tns_ns": -0.668,
  "synth_area_um2": 8060,
  "cp.required_ns": 17.92,
  "drt_iter0_markers": 750,
  "fin_crit_sh_pct": 102,
  "critPathTopFamily": "adder cells",
  "ios": 107,
  "io_buffers": 107,
  "layout-drive-gt1-share_pct": 18.1,
  "leakage_uw": 0.00400,
  "top_cells_by_count": "nor2_1 (130), ha_1 (97), a21oi_1 (88)",
  "fin_cells": 1290,
  "unconstrained_endpoints": 66,
  "tightest_slew_ns": 0.921,
  "row_count": 46,
  "flop_cell": "dlxtn_1",
  "wl_mm": 29.8,
  "fin_ws_ns": -0.451,
  "synth.mux.area_fraction_pct": 23.4,
  "chipArea_um2": 16600,
  "fillers": 1460,
  "relSlewSlack_pct": 38.1,
  "ys_area_um2": 8060,
  "holdPathEnd": "OF",
  "min_from": "ALU_Op[3]",
  "timing.critical_path.mode_cell": "fa_2",
  "topCellsByArea": "mux4_2 (17%), ha_1 (15%), fa_1 (7.7%)",
  "cp_max_fo": 4,
  "start_kind": "input port",
  "grt.total_usage_pct": 38.6,
  "cap_violations": 0,
  "finalHoldViolations": 0,
  "gr-total-overflow": 0,
  "async_reset_ff_share_pct": 0,
  "drv_slew": 0,
  "xor_share_pct": 3.48,
  "crit_path_top_delay_cell": "fa_2",
  "vdd_drop_max_v": 0.0000166,
  "area_delta_synth_final_pct": 18.7,
  "unclocked_regs": 33,
  "yosysTopAreaCell": "mux4_2",
  "edf_count": 0,
  "vias": 8280,
  "ys_cells": 987,
  "dpl.cell_count": 1277,
  "simple_gate_area_share_pct": 13.5,
  "syn_inst": 987,
  "ys_sh_adder_pct": 22.8,
  "wire_per_inst_um": 23.1,
  "power_density_nw_per_um2": 22.6,
  "post_synth_ao_oa_area_fraction_pct": 22.4,
  "rsz0062_at_grt": "true",
  "drc": 0,
  "ys_ff": 33,
  "gp_congestion": 1.01,
  "grt_max_degree": 65,
  "synth_cell_types": 59,
  "slowest_delay_ns": 0.44,
  "drt_first_pass_iters": 5,
  "antenna_found_initial": 2,
  "synth_top_cell_by_count": "nor2_1",
  "initCoreUtil_pct": 50.9,
  "syn_avg_cell_area_um2": 8.16,
  "hold_path.class": "input port to output pin",
  "fp.dieH_um": 129,
  "ant_nets": 0,
  "chipWidth_um": 129,
  "detailed_place_hpwl_mm": 22.4,
  "grt_pass1_vias": 7966,
  "logic_family": "multiplexers",
  "finalSetupViolCount": 2,
  "final_util_pct": 60.4,
  "endpoint_kind": "output pin",
  "viasPerCell": 6.42
}
-- final cells by class --
| cell class | instances | area (µm²) | area share (%) |
|---|---|---|---|
| Inverter | 85 | 319 | 3.34 |
| Multi-Input combinational cell | 793 | 7010 | 73.3 |
| Sequential cell | 33 | 495 | 5.18 |
| Tap cell | 216 | 270 | 2.83 |
| Timing Repair Buffer | 163 | 1470 | 15.3 |
-- cells in the final DEF, fill, tap and decap left out, types with 3 or more instances in the layout --
cell / count
a211oi_1: 17
a21o_1: 4
a21oi_1: 87
a221o_1: 4
a221oi_1: 32
a22oi_1: 22
a31oi_1: 3
a32oi_1: 5
buf_4: 57
clkbuf_2: 3
clkdlybuf4s50_1: 99
dlxtn_1: 33
fa_2: 30
ha_1: 97
inv_1: 79
inv_2: 5
mux2_2: 18
mux2i_1: 33
mux4_2: 60
nand2_1: 53
nand2b_1: 4
nand3_1: 11
nand4_1: 4
nor2_1: 128
nor2b_1: 6
nor3_1: 16
nor3_2: 3
nor4_1: 7
nor4_2: 3
o211ai_1: 20
o21a_1: 3
o21ai_0: 43
o22ai_1: 6
o311a_1: 3
o31ai_1: 3
o32ai_1: 3
or2_2: 4
or3_1: 3
xnor2_1: 31
-- metal layers --
layer  GRT usage (%)  vias to the layer above  wire (µm)
li1                -                     3801          -
met4            8.03                        6        709
met2            58.5                      462      13400
met1            56.5                     3947      12500
met3            11.3                       64       3140
met5            1.47                        -         58
-- through the flow --
| stage | hold slack [ns] | instance area [µm²] | worst slack [ns] | total power, µW |
|---|---|---|---|---|
| CTS | 10.04 | 9540 | -0.435 | 213 |
| finish | 9.73 | 9560 | -0.451 | 216 |
| global placement | 10.03 | 9420 | -1.21 | 210 |
| detailed placement | 10.04 | 9420 | -1.26 | 209 |
| global route | 9.78 | 9560 | -0.918 | 235 |
| floorplan | 8.98 | 8110 | 0.00188 | 126 |
-- where the power goes --
| group | switching, µW | internal [µW] |
|---|---|---|
| clock network | 0 | 0 |
| registers | 2.92 | 15.4 |
| logic | 102 | 95.6 |
-- kinds of logic after synthesis --
family,Yosys count
fa+ha+maj,128
mux,111
simple gates,250
buf+inv,161
compound gates,272
latches,33
xor+xnor,32
-- worst max path at each step --
stage	slack, ns	to	cells past startpoint	start
after CTS	-0.44	OF	46	ALU_Op[5]
after global routing	-0.92	OF	46	ALU_Op[6]
final	-0.45	OF	46	ALU_Op[6]
-- timing repair --
item                       in CTS  in global routing
pin swaps                       7                 37
hold buffers                    0                  0
hold endpoints to repair        0                  0
setup buffers                  11                  2
setup endpoints to repair       2                  2
resized                        19                 18
-- flip-flops by register name (all words and copies together) (netlist names) --
register  cells
Result       32
Z             1
Power is estimated from default activity; no workload was simulated.
