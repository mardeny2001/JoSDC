### ./design.v
module ALUResult_ReadData_Mux (Write_Data_Output,MemToReg , Read_Data , ALU_Result) ;
    input MemToReg  ; 
   input      [31:0] Read_Data , ALU_Result ; 
	output  [31:0] Write_Data_Output      ;
		 assign Write_Data_Output =   (!MemToReg) ? ALU_Result : Read_Data ;  
endmodule
`timescale 1ns / 1ps
module ALUResult_ReadData_Mux_TestBench();
    reg        MemToReg                 ;
	 reg [31:0] Read_Data  , ALU_Result  ; 
    wire [31:0] Write_Data_Output ; 
    ALUResult_ReadData_Mux  DUT (Write_Data_Output,MemToReg , Read_Data , ALU_Result) ;
    initial begin 
	   #20
		MemToReg = 1'b0;
	   Read_Data  = 32'b0 ;
		ALU_Result = 32'b0 ;
		#40 
	   Read_Data   = 32'd2 ;
		ALU_Result  = 32'd1 ;
		#40
		MemToReg = 1'b1;
		#40 ;
	 end
endmodule 
### ./run.sh
#!/bin/bash
# OpenROAD 26Q1-2900-gdf79404cd8, Yosys 0.63+post, stock flow scripts
make -C /OpenROAD-flow-scripts/flow DESIGN_CONFIG=/design/flow/config.mk WORK_HOME=/design/flow/orfs finish
### ./config.mk
export PLATFORM = sky130hd
export DESIGN_NAME = ALUResult_ReadData_Mux
export DESIGN_NICKNAME = ALUResult_ReadData_Mux
export VERILOG_FILES = /design/flow/design.v
export SDC_FILE = /design/flow/constraint.sdc
export NUM_CORES = 4
export LEC_CHECK = 1
export CORE_AREA = 10 10 71 71
export DIE_AREA = 0 0 81 81
### ./constraint.sdc
current_design ALUResult_ReadData_Mux

set clk_period 1.0
set clk_io_pct 0.2

create_clock -name clk0 -period $clk_period

set non_clock_inputs [all_inputs -no_clocks]
set_input_delay [expr $clk_period * $clk_io_pct] -clock clk0 $non_clock_inputs
set_output_delay [expr $clk_period * $clk_io_pct] -clock clk0 [all_outputs]
==> notes.md <==
## Run status
- finished with violations — outcome
- setup timing — violations in the final reports

## Route
- 15.68 µm — DR WL/cell
- 0 — diode insertion count for antenna repair
- 0 — number of remaining DRC errors
- 3.777 — average vias per placed instance
- 0 — Final ANT Viol Nets
- 2886 µm — final wirelength
- 695 — number of vias after detailed routing
- 3 — number of DRC violations after detailed-routing iteration 0
- 2 — number of iterations in the first detailed-routing pass

## Final timing
- 1.189 ns — final critical path time including I/O delays and setup
- 32 — count of final setup violators
- 0 — Final Max Tran Viols
- 94.15% — Max-Slew Margin vs Limit
- yes — setup repair after global routing missed its margin
- 0.7078 ns — Hold Worst Slack
- 0.08770 ns — Tightest Pin Transition
- 841.1 MHz — Peak Freq
- -0.1889 ns — slack of the critical path
- 0 — count of final hold-check violations
- 118.9% — fraction of the cycle the final worst path needs

## Final layout
- 184 — final std cells w/o fill
- 480.5 µm² — logic area
- 0 — number of flip-flops and latches
- 0 µm² — total area of sequential cells
- 1598 µm² — final standard cell area without fillers
- 193.6% — synth-to-layout area growth
- 345 — Fill cells
- 52.94% — proportion of layout cells with a drive suffix above 1
- 43.97% — share of the core filled with cells
- 0 — clock buffer count in the final layout

## Synth
- 0% — Seq/Total Area, Yosys
- mux2_4 — Synth area leader
- 544.3 µm² — post-synthesis instance area
- 0% — Synth Area in Adders
- 82.76% — Dominant cell area share
- multiplexers — prevailing logic family in the synthesized netlist
- 0% — basic-gate share of the synthesized area counting and, or, nand and nor cells
- 4 — Unique cell types
- 30 x mux2_4, 3 x buf_12, 2 x mux2_2 — most frequent cells after synthesis
- 0% — Post-Synth AOI/OAI Area
- 36 — Gate Count Post-Synth
- 86.90% — area fraction in mux cells
- 0 — warning count from the yosys run
- mux2_4 — most instantiated library cell after synthesis
- mux2_4 83%, buf_12 11%, mux2_2 4.1%, buf_6 2.1% — top post-synthesis cells by area
- 0% — Synth Area in XOR/XNOR
- 36 — count of instantiated cells in the yosys netlist
- 15.12 µm² — Avg Inst Size Synth
- 544.3 µm² — chip area from the yosys synthesis statistics

## Power and ir drop
- 0.0006422 W — Total Power Consumption
- 0% — Clk network pwr share
- 0.0005015 W — design internal power
- 0.1544 mV — Worst VDD drop
- 100.0% — combinational power share
- 401.9 nW/µm² — pwr/cell area
- 0% — Flop pwr share
- 21.90% — proportion of total power due to net switching
- 0.0001406 W — Switching Power
- 0.8538 nW — leak pwr

## Min path
- 3 — Worst Hold Depth
- in2out — worst hold-check path type

## Die
- 81 µm — die span in x
- 3633 µm² — Core Area
- 14.98% — initial cell density of the core
- 81 µm — overall die height
- 6561 µm² — overall die area
- 22 — standard-cell rows
- 97 — # IOs

## Critical path
- 5 — largest fanout on the critical path
- 0.80 ns — CP required
- output port — Crit. End Element
- 0.99 ns — data arrival time at the worst-slack endpoint
- in2out — Crit Path Class
- input port — critical path startpoint category

## Global routing
- 2.561% — GR Layer Usage met3
- 0 — global route overflow
- 7.994% — total global-route track usage
- 11 — pin count of the biggest net entering global routing
- 4202 µm — wire length of the first global-routing pass
- 774 — vias in the first global route
- met2 — Most Crowded Layer GR
- 9.745% — Global Route met1 Usage
- 14.25% — global routing met2 resource utilization
- 0 — initial antenna violation count

## Job
- 0 — max-capacitance violation count
- 34 — number of warnings the tools reported

## Placement
- 180 — DP Cell Count
- 2499 µm — HPWL after DPL
- 0.8590 — global placement routability congestion
- 97 — Port Buffers
- 1546 µm² — placed cell area

## Clocking
- 0 — hold buffer count at cts

[what timing repair did]
item,4_1_cts,5_1_grt
gates resized,169,11
gates cloned,3,0
setup endpoints to repair,32,32
buffers inserted,1,0
[stage by stage]
step | TNS (ns) | setup slack, ns
after floorplan | 0 | 0.06690
after global placement | -15.64 | -0.5049
after detailed placement | -15.70 | -0.5140
after CTS | -3.397 | -0.1904
after global routing | -3.847 | -0.2076
final | -3.209 | -0.1889
[final timing paths]
path | from | end | slack (ns)
setup / recovery | MemToReg | Write_Data_Output[14] | -0.19
hold / removal | Read_Data[28] | Write_Data_Output[28] | 0.71
[kinds of logic (layout without fill, tap and decap cells)]
logic type	Yosys count	after routing
mux	32	32
buf+inv	4	104
[power groups by stage]
stage | registers, W | clock network (W) | logic, W
CTS | 0 | 0 | 0.000618
global route | 0 | 0 | 0.000687
finish | 0 | 0 | 0.000642
[cells in the final DEF, fill, tap and decap left out]
cell	synthesis	layout
buf_2	0	9
dlymetal6s2s_1	0	2
dlygate4sd2_1	0	50
buf_6	1	23
buf_4	0	1
buf_16	0	3
mux2_4	30	32
clkdlybuf4s50_1	0	12
buf_12	3	4
[worst max-delay path: stages]
cell	delay [ns]
buf_12	0.12
buf_16	0.13
buf_12	0.13
mux2_4	0.29
buf_6	0.11
[area by class of cell]
class                           instances  share of cell area (%)
Timing Repair Buffer                  104                   66.17
Tap cell                               48                   3.759
Multi-Input combinational cell         32                   30.07
[per-layer routing]
metal | vias up | part of all wire, %
met5 | - | 0
met4 | 0 | 0
met3 | 0 | 10
met2 | 50 | 51
met1 | 306 | 39
li1 | 339 | -
Power figures rest on the tool's default switching activity, not on a simulated workload.
